===== ./run.sh =====
#!/bin/bash
# OpenROAD 26Q1-2900-gdf79404cd8, Yosys 0.63+post, stock flow scripts
make -C /OpenROAD-flow-scripts/flow DESIGN_CONFIG=/design/flow/config.mk WORK_HOME=/design/flow/orfs finish

===== ./config.mk =====
export PLATFORM = sky130hd
export DESIGN_NAME = BinarytoBCD
export DESIGN_NICKNAME = BinarytoBCD
export VERILOG_FILES = /design/flow/design.v
export SDC_FILE = /design/flow/constraint.sdc
export NUM_CORES = 4
export LEC_CHECK = 1
export CORE_AREA = 10 10 70 70
export DIE_AREA = 0 0 80 80

===== ./constraint.sdc =====
current_design BinarytoBCD

set clk_period 4.7
set clk_io_pct 0.2

create_clock -name clk0 -period $clk_period

set non_clock_inputs [all_inputs -no_clocks]
set_input_delay [expr $clk_period * $clk_io_pct] -clock clk0 $non_clock_inputs
set_output_delay [expr $clk_period * $clk_io_pct] -clock clk0 [all_outputs]

===== ./design.v =====
module BinarytoBCD(
    input [7:0] binary_input,
    output [3:0] ones,
    output [3:0] tens,
    output [1:0] hundreds
    );
    wire [3:0] c1, c2, c3, c4, c5, c6, c7;
    wire [3:0] in1, in2, in3, in4, in5, in6, in7;
    assign in1 = {1'b0, binary_input[7:5]};
    assign in2 = {c1[2:0], binary_input[4]};
    assign in3 = {c2[2:0], binary_input[3]};
    assign in4 = {c3[2:0], binary_input[2]};
    assign in5 = {c4[2:0], binary_input[1]};
    assign in6 = {1'b0, c1[3], c2[3], c3[3]};
    assign in7 = {c6[2:0], c4[3]};
    add3 m1(in1, c1);
    add3 m2(in2, c2);
    add3 m3(in3, c3);
    add3 m4(in4, c4);
    add3 m5(in5, c5);
    add3 m6(in6, c6);
    add3 m7(in7, c7);
    assign ones = {c5[2:0], binary_input[0]};
    assign tens = {c7[2:0], c5[3]};
    assign hundreds = {c6[3], c7[3]};
endmodule
`timescale 1ns / 1ps
module add3(
    input [3:0] in,
    output reg [3:0] out
    );
    always @(in) begin
        case (in)
            4'b0000: out = 4'b0000;
            4'b0001: out = 4'b0001;
            4'b0010: out = 4'b0010;
            4'b0011: out = 4'b0011;
            4'b0100: out = 4'b0100;
            4'b0101: out = 4'b1000;
            4'b0110: out = 4'b1001;
            4'b0111: out = 4'b1010;
            4'b1000: out = 4'b1011;
            4'b1001: out = 4'b1100;
            default: out = 4'b0000;
        endcase
    end
endmodule

==> results_slide.txt <==
Flow Results at a Glance

Routing
  • DRC: 0
  • Post-DR vias/cell: 4.865
  • Top Metal Used: met3
  • N_diodes: 0
  • Routed vias: 827
  • Wl on met1: 940 µm
  • Post-Route WL: 1.940 mm
  • Per-cell routed wire length: approximately 11 µm
  • Met2 wirelength from detailed routing: 935 µm
  • 1st-pass router iterations: 4
  • DR iter-0 viols: 44
  • Met3 Wirelength: ~64 µm
  • Post-DRT Antenna Nets: 0

Synth
  • Seq share, synth: 0%
  • Yosys simple share: between 30% and 40%
  • Synthesized area: 704.4 µm²
  • Post-Synth AOI/OAI Area: 41.03%
  • Post-Synth XOR/XNOR Area: under 10%
  • Post-synth top area share: 5.861%
  • Cell Type Count: about 45
  • Post-Syn Area per Cell: roughly 6.5 µm²
  • Synthesized netlist cell count: 109
  • Largest area contributor in the netlist: nand2_1
  • Top non-seq family: AND-OR/OR-AND gates
  • Post-synth top cells: 11 x nand2_1, 7 x o21ai_0, 6 x inv_1
  • Cell area leaders: nand2_1 5.9%, o21ai_0 5.0%, buf_6 4.8%
  • Synth warn: 1
  • Yosys top cell by instances: nand2_1
  • Mux area share: 0%
  • Ys cells: about 110
  • Adder share: 0%
  • YS chip area: about 700 µm²

Critical path
  • CP Cell Sequence: clkdlybuf4s50_1 -> nor2b_1 -> a31o_1 -> a222oi_1 -> buf_4 -> nor4b_2 -> a2bb2oi_2 -> clkdlybuf4s50_1
  • Crit path DAT: 3.36 ns
  • Setup crit end kind: primary output
  • Slowest stage cell, crit path: clkdlybuf4s50_1
  • Crit Path Class: primary input to primary output
  • WP buf/inv: 3
  • CP most frequent cell: clkdlybuf4s50_1
  • Startpoint Class: primary input
  • Worst stage delay on the critical path: 0.59 ns
  • Crit path max-delay family: buffers and inverters
  • Crit path required time: ~3.8 ns
  • CP Max Fanout: 11

Timing
  • Final period utilization: 91.54%
  • Least-Margin Pin Slew: about 0.36 ns
  • Hold Violations, Final: 0
  • Tmin final: approximately 4.3 ns
  • Count of pins over their slew limit: 0
  • Headroom to the max-slew limit: 75.64%
  • Fmax: roughly 0.23 GHz
  • Setup_tns: 0 ns
  • Setup violators final: 0
  • RSZ-0062 raised after global routing: no

Place
  • Placed insts: 170
  • HPWL after DPL: 1.597 mm
  • Number of port buffers: 16
  • GPL Wtd Cong: around 0.90

GRT
  • Largest net degree at the start of global routing: 14
  • First-pass GRT wire length: 3.353 mm
  • Vias in the first global route: between 700 and 800
  • Global route overflow: 0
  • Tot GR Track Use: 5.911%
  • Initial antenna violation count: 0

Final layout
  • Final cell count without fillers: around 170
  • Clkbuf count: 0
  • Layout Area Growth over Synthesis: 30.73%
  • Fillers: between 300 and 400
  • Num sequential: 0
  • FF+latch area: 0 µm²
  • Fraction of layout cells with a size suffix above 1: between 10% and 20%

Worst hold path
  • Worst hold path class: primary input to primary output

Power and ir drop
  • Net Sw Frac: 44.41%
  • Clock share of power: 0%
  • Combinational Power Share: 100.0%
  • Internal power: 0.05124 mW
  • Sequential share of power: 0%
  • Lkg Pwr: around 0.33 nW
  • PwrDens: 100.1 mW/mm²
  • Peak VDD IR: 0.00003883 V
  • NetSw: 0.04093 mW

Clocking
  • Cts hold-fix bufs: 0
  • CTS resizes: 0
  • Number of setup buffers added after CTS: 0

Die
  • Die area: about 0.0064 mm²
  • Die H: 80 µm
  • Io pins: 18
  • Fp_density: approximately a fifth
  • Placeable core area: 0.003416 mm²
  • Chip Width: 80 µm
  • FP Rows: 21

Run status
  • Status: complete, no violations

Job
  • Max cap viols: 0
  • Tool Warnings: 32
==> stage by stage <==
stage	area, µm²	hold slack [ns]	setup WS, ns	power [mW]	utilization [%]
6_report	920.9	1.880	0.3977	0.09217	26.96
5_1_grt	920.9	1.880	0.2390	0.1028	26.96
4_1_cts	920.9	1.880	0.3928	0.09331	26.96
3_5_place_dp	920.9	1.880	0.3977	0.09310	26.96
3_3_place_gp	920.9	1.880	0.3285	0.09397	26.96
2_1_floorplan	704.4	1.946	1.514	0.05597	-
==> layout make-up <==
cell class | count | area [µm²] | share of cell area [%]
timing repair buffer | 27 | 242.7 | 26.36
multi-input combinational | 91 | 598.1 | 64.95
tap | 46 | 57.56 | 6.250
inverter | 6 | 22.52 | 2.446
==> cell families (layout without fill, tap and decap cells) <==
| kind of cell | after synthesis | after routing |
|---|---|---|
| xor gates and xnor gates | 4 | 4 |
| and+or+nand+nor | 47 | 47 |
| buffers and inverters | 18 | 33 |
| AOI/OAI and AO/OA | 40 | 40 |
==> power by group through the flow <==
stage	logic, mW	clock network, mW	registers [mW]
finish	0.0922	0	0
global route	0.103	0	0
CTS	0.0933	0	0
==> cell usage in the layout (no fill, tap or decap), types with 2 or more instances in the layout <==
cell type        count
a21oi_1              5
a22oi_1              2
a31oi_1              4
and2_1               2
and3_1               2
buf_4               11
clkdlybuf4s50_1     16
inv_1                6
nand2_1             11
nand2b_1             2
nand3_1              2
nor2_1               5
nor2b_1              4
nor3_1               5
nor3b_1              4
o211ai_1             2
o21a_1               2
o21ai_0              7
o221ai_1             2
o22ai_1              3
or3_1                3
xnor2_1              3
==> routing by layer <==
| layer | up-vias | track usage, % |
|---|---|---|
| met1 | 364 | 8.372 |
| met5 | - | 0 |
| met4 | 0 | 0.1761 |
| met2 | 18 | 9.791 |
| li1 | 445 | - |
| met3 | 0 | 0.6818 |
==> final timing paths <==
check,startpoint,end,slack (ns),depth (start not counted)
worst max-delay path,binary_input[5],ones[1],0.40,8
worst min-delay path,binary_input[0],ones[0],1.88,0
Power and IR drop assume default switching activity.
