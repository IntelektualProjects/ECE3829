==> design/flow/design.v <==
`timescale 1ns / 1ps
module CountdownCLK(
    input clkin,
    output reg clkout=0
    );
    reg [26:0] counter = 27'd0;
    always @(posedge clkin) begin
        if(counter == 27'd50_000_000 - 27'd1) begin
            counter <= 0;
            clkout <= ~clkout;
        end else
            counter <= counter + 1;
    end
endmodule
`timescale 1ns / 1ps
module DownCounter(
    input clk,
    input enable,
    input load,
    input [7:0] starting_value,
    output reg [7:0] out
    );
    wire clk_slowed;
    CountdownCLK c0 (clk, clk_slowed);
    always @(posedge clk_slowed) begin
        if (load) begin
            out <= starting_value;
        end else if (enable) begin
            if (out == 0)
                out <= 0;
            else
                out <= out - 1;
        end else
            out <= out;
    end
endmodule
==> design/flow/run.sh <==
#!/bin/bash
# OpenROAD 26Q1-2900-gdf79404cd8, Yosys 0.63+post, stock flow scripts
make -C /OpenROAD-flow-scripts/flow DESIGN_CONFIG=/design/flow/config.mk WORK_HOME=/design/flow/orfs finish
==> design/flow/config.mk <==
export PLATFORM = sky130hd
export DESIGN_NAME = DownCounter
export DESIGN_NICKNAME = DownCounter
export VERILOG_FILES = /design/flow/design.v
export SDC_FILE = /design/flow/constraint.sdc
export NUM_CORES = 4
export LEC_CHECK = 1
export CORE_AREA = 10 10 114 114
export DIE_AREA = 0 0 124 124
==> design/flow/constraint.sdc <==
current_design DownCounter

set clk_period 5.5
set clk_io_pct 0.2

create_clock -name clk0 -period $clk_period [get_ports {clk}]

set non_clock_inputs [all_inputs -no_clocks]
set_input_delay [expr $clk_period * $clk_io_pct] -clock clk0 $non_clock_inputs
set_output_delay [expr $clk_period * $clk_io_pct] -clock clk0 [all_outputs]
==> Slide: Implementation Results <==
Run Summary

Outcome
  • Outcome: finished, final reports clean

Drt
  • Routed Antenna Nets: 0
  • Top sig layer: met4
  • Met2 routed WL: 1.45 mm
  • Met3 WL: about 240 um
  • Routed Wire Length: approximately 3.4 mm
  • Drt pass-1 iters: 4
  • Ant diodes: 0
  • DR WL/cell: 10.2 um
  • Drt via density: around 3.9
  • DRC Markers: 0
  • Starting DRC count in detailed routing: 101
  • Vias after detailed routing: 1314
  • Metal-1 WL: 1.68 mm

Min path
  • Hold Path Depth: 1
  • Hold path endpoint: c0.counter[6]$_SDFF_PN0_
  • Worst Hold Class: reg -> reg
  • Worst hold path startpoint: c0.counter[6]$_SDFF_PN0_

Place
  • Hpwl dp: ~2.6 mm
  • Final GP Congestion: 0.834
  • Port Buffers: 18

Timing
  • Max Clk Rate: 458 MHz
  • Worst Max-Slew Pin Slew: 0.590 ns
  • RSZ-0062 raised after global routing: false
  • Setup TNS after final layout: 0 ns
  • Endpoints left unconstrained: 24
  • Final period utilization: 0.397
  • Register pins left without a clock: 8
  • Worst Skew: about 0.0019 ns
  • Setup Viol. Count Final: 0
  • Period minus WS final: 2.19 ns
  • Slew Limit Fails: 0
  • Fin. Hold Viols: 0
  • Worst rel slew slack: 0.603

Floorplanning
  • Die width: 124 um
  • Ports: 19
  • Die area: 15400 sq um
  • Die H: around 120 um
  • Init Core Util: 0.166
  • Core area: 10400 sq um
  • Row count: 37

Yosys
  • Avg Cell Area, Syn: 9.67 sq um
  • Main flop type: dfxtp_1
  • Cells after Synth: 179
  • Cell Area, Synth: between 1500 and 2000 sq um
  • Top cells by area: dfxtp_1 (31%), edfxtp_1 (16%), xnor2_1 (8.6%), nand2_1 (3.7%), xor2_1 (3.5%)
  • Flip-flops with a built-in enable: 9
  • Top post-synthesis cells by count: dfxtp_1 (27), nand2_1 (17), xnor2_1 (17)
  • Count leader, synth: dfxtp_1
  • Number of synthesis warnings: 2
  • Post-synthesis cell type count: 39
  • FF+latch count, synth: 36
  • Leading area contributor after synthesis: dfxtp_1
  • YS chip area: 1730 sq um
  • Post-synth top area share: 0.312
  • Yosys cell count: roughly 180
  • Post-synth seq share: 0.468
  • Post-synth ARST share: 0

Power and ir drop
  • P_leak: 0.715 nW
  • VDD IR max: ~0.078 mV
  • Pwr per Cell Area: 162 nW/um^2
  • Total power: 0.341 mW

GRT
  • First-pass GRT wire length: ~5.8 mm
  • Largest net degree at the start of global routing: 16
  • Initial antenna violation count: 0
  • Vias in the first global route: 1246
  • Gr usage total: 0.0452
  • GR Overflow Total: 0

Clock network
  • Number of gates resized after CTS: 0
  • Clock latency on the worst-skew pair: 0.27 ns
  • Hold-fix buffers, CTS: 0
  • TritonCTS buffer count: 3
  • Post-CTS setup buffers: 0
  • CTS max path bufs: 2
  • H-tree depth: 1
  • Clock transition at path regs: 0.09 ns
  • TritonCTS clock tree: done
  • CTS Root Cell: clkbuf_8

Critical path
  • R2r worst-path depth: 4
  • Reg2reg start: c0.counter[0]$_SDFF_PN0_
  • Required time worst endpoint: 5.44 ns
  • R2R Path End: c0.clkout$_DFFE_PN_
  • Arr. time, crit path: 2.13 ns
  • R2r setup slk: 3.31 ns
  • CP Class: reg -> reg
  • Crit-path max FO: 14
  • Crit path launch type: flop
  • Crit. End Element: flop

Finish
  • Area grow syn2layout: 22.0%
  • Share of layout cells above drive strength 1: 0.0863

Flow run
  • Stage-log warning count: 26
  • # Max-Cap Violations: 0
-- area by class of cell --
type	count	area, sq um
clock buffers	4	55.1
multi-input cells	132	871
inverters	7	26.3
flip-flops and latches	36	811
repair buffers	18	180
well taps	136	170
fillers	1125	8300
-- cell families (layout without fill, tap and decap cells) --
logic type	count (synthesis)	in the layout	synth area share
mux	2	2	0.0116
fa+ha+maj	3	3	0.0217
buf+inv	11	29	0.0289
flops	36	36	0.468
xor+xnor	24	24	0.121
simple gates	82	82	0.277
compound gates	21	21	0.0708
-- per-stage QoR --
step / std cells / hold slack (ns) / instance area (sq um) / setup WS, ns / utilization
2_1_floorplan: 179 / 0.433 / 1730 / 3.52 / -
3_3_place_gp: 329 / 0.451 / 2060 / 3.35 / 0.198
3_5_place_dp: 329 / 0.450 / 2060 / 3.31 / 0.198
4_1_cts: 333 / 0.468 / 2110 / 3.29 / 0.203
5_1_grt: 333 / 0.501 / 2110 / 3.17 / 0.203
6_report: 333 / 0.463 / 2110 / 3.31 / 0.203
-- per-layer routing --
metal	up-vias	GRT usage
li1	675	-
met3	2	0.0115
met2	28	0.0712
met1	609	0.0637
met5	-	0
met4	0	0.00504
-- power breakdown --
part / switching, mW / internal, mW / total (mW)
registers: 0 / 0.205 / 0.205
clock network: 0.0586 / 0.0640 / 0.123
logic: 0.00532 / 0.00800 / 0.0133
total: 0.0640 / 0.277 / 0.341
-- worst max-delay path by stage --
stage,start,end,slack [ns],depth (start not counted)
6_report,c0.counter[0]$_SDFF_PN0_,c0.clkout$_DFFE_PN_,3.31,4
5_1_grt,c0.counter[0]$_SDFF_PN0_,c0.clkout$_DFFE_PN_,3.17,4
4_1_cts,c0.counter[0]$_SDFF_PN0_,c0.clkout$_DFFE_PN_,3.29,4
-- worst max-delay path, stage by stage (launching register included) --
cell and delay [ns]:
dfxtp_1 0.42, ha_1 0.23, nand3_1 0.19, or4_1 0.66, nor2_4 0.35
-- placed cells by master, fill, tap and decap left out, types with 4 or more instances in the layout --
| cell | netlist | final |
|---|---|---|
| dfxtp_1 | 27 | 27 |
| clkdlybuf4s50_1 | 0 | 18 |
| xnor2_1 | 17 | 17 |
| nand2_1 | 17 | 17 |
| nor2_1 | 14 | 14 |
| o21ai_0 | 12 | 12 |
| edfxtp_1 | 9 | 9 |
| nand3_1 | 8 | 8 |
| inv_1 | 7 | 7 |
| nor4_1 | 7 | 7 |
| nor3_1 | 7 | 7 |
| xor2_1 | 7 | 7 |
| nand4_1 | 7 | 7 |
| clkbuf_8 | 0 | 4 |
-- flip-flops by register name, indices dropped and copies added (netlist names) --
name	cells
c0.counter	27
out	8
c0.clkout	1
No activity file was given, so power comes from the tool's default toggle rates.
