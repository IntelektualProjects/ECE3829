==> flow/design.v <==
`timescale 1ns / 1ps
module CountdownCLK(
    input clkin,
    output reg clkout=0
    );
    reg [26:0] counter = 27'd0;
    always @(posedge clkin) begin
        if(counter == 27'd50_000_000 - 27'd1) begin
            counter <= 0;
            clkout <= ~clkout;
        end else
            counter <= counter + 1;
    end
endmodule
`timescale 1ns / 1ps
module ledBlink(
    input clk,
    input enable,
    output reg [15:0] led
    );
    wire clk_slow;
    CountdownCLK L0 (clk, clk_slow);
    always @(posedge clk_slow) begin
        if(enable)
            led <= 16'b1111111111111111;
        else
            led <= 16'b0;
    end
endmodule
==> flow/run.sh <==
#!/bin/bash
# OpenROAD 26Q1-2900-gdf79404cd8, Yosys 0.63+post, stock flow scripts
make -C /OpenROAD-flow-scripts/flow DESIGN_CONFIG=/design/flow/config.mk WORK_HOME=/design/flow/orfs finish
==> flow/config.mk <==
export PLATFORM = sky130hd
export DESIGN_NAME = ledBlink
export DESIGN_NICKNAME = ledBlink
export VERILOG_FILES = /design/flow/design.v
export SDC_FILE = /design/flow/constraint.sdc
export NUM_CORES = 4
export LEC_CHECK = 1
export CORE_AREA = 10 10 102 102
export DIE_AREA = 0 0 112 112
==> flow/constraint.sdc <==
current_design ledBlink

set clk_period 3.2
set clk_io_pct 0.2

create_clock -name clk0 -period $clk_period [get_ports {clk}]

set non_clock_inputs [all_inputs -no_clocks]
set_input_delay [expr $clk_period * $clk_io_pct] -clock clk0 $non_clock_inputs
set_output_delay [expr $clk_period * $clk_io_pct] -clock clk0 [all_outputs]
==> ci_impl_report.md <==
## Implementation flow summary

| Metric | Value |
|---|---|
| Via count | `1,012` |
| Drt drc | `0` |
| Post-synth top cells | `28 x dfxtp_1, 17 x buf_4, 12 x nand3_1` |
| Kind of critical path | `flip-flop to flip-flop` |
| GP Congestion | `0.838` |
| Worst-margin pin slew | `0.441 ns` |
| Fin Clk Skew | `0.00591 ns` |
| ANT cells | `0` |
| Die Size | `12,500 um2` |
| Reg power frac | `62.4%` |
| Clk latency of the worst-skew pair | `0.27 ns` |
| Worst EP required | `3.40 ns` |
| Pin count of the biggest net entering global routing | `17` |
| Tot Pwr | `0.561 mW` |
| Total track usage | `3.96%` |
| Endpoints left unconstrained | `17` |
| Max Slew Vio Count | `0` |
| Ys Warns | `2` |
| Post-synth EDFFs | `1` |
| Switching Share | `17.8%` |
| CTS tree | `yes` |
| Dpl hpwl | `1.93 mm` |
| Crit-path max FO | `9` |
| Post-Syn Instances | `156` |
| Setup crit end kind | `flip-flop` |
| # port buffers | `17` |
| Synth Seq Share | `40.7%` |
| Worst Hold Path Cells | `1` |
| Rows | `33` |
| Sw Pwr | `0.0998 mW` |
| Routed WL per cell | `9.84 um` |
| DRT Wirelength | `2.58 mm` |
| H-Tree Level Count | `1` |
| CTS Buf Count | `3` |
| Worst R2R Start | `L0.counter[6]` |
| Register pins left without a clock | `1` |
| Clock Tree Buf Depth | `2` |
| Comb pwr share | `0.2%` |
| Clock transition at the registers of the reported paths | `0.09 ns` |
| Relative slew slack | `70.6%` |
| I/O Pins | `18` |
| DR vias/cell | `3.86` |
| Final setup violation count | `0` |
| Status | `completed` |
| Tmin final | `1.78 ns` |
| Dominant Register Cell | `dfxtp_1` |
| Vias in the first global route | `930` |
| Iteration tally of the first detailed-router pass | `4` |
| Setup crit start kind | `flip-flop` |
| Post_cts resized | `0` |
| Chip width | `112 um` |
| ANT nets after route | `0` |
| Most common cell in the netlist | `dfxtp_1` |
| Final Cycle Share | `55.5%` |
| Async SR Flop Fraction | `0%` |
| Core Util, Final | `20.1%` |
| Max cap viols | `0` |
| Synthesis-to-finish area growth | `14.1%` |
| Top cells by area | `dfxtp_1 39%, buf_4 8.8%, xor2_1 6.0%` |
| Registers, synthesis | `29` |
| Hold path startpoint | `L0.counter[0]` |
| Pleak | `0.623 nW` |
| Power Dens Cells | `339 nW/um2` |
| Yosys cell count | `156` |
| Share of cells above drive strength 1 | `8.28%` |
| CP Data Arrival Time | `1.98 ns` |
| Clk root buf | `clkbuf_8` |
| Post-CTS setup buffers | `0` |
| Mapped Area | `1450 um2` |
| Cell count after placement | `258` |
| Log Warnings | `25` |
| Hold Path Sink | `L0.counter[0]` |
| Int Pwr | `0.461 mW` |
| Cell taking the most area after synthesis | `dfxtp_1` |
| Final Hold Vio Count | `0` |
| Total gr overflow | `0` |
| HP Class | `flip-flop to flip-flop` |
| Setup tns final | `0 ns` |
| Hold Slack | `0.442 ns` |
| Top cell type's share of synthesized area | `38.6%` |
| Initial antenna violation count | `0` |
| Core area | `8220 um2` |
| Clk network pwr share | `37.4%` |
| FILL cells | `881` |
| Reg2reg end | `L0.counter[20]` |
| Mean Syn Cell Area | `9.30 um2` |
| Peak Freq | `563 MHz` |
| R2r worst-path depth | `4` |
| Non-Filler Instances | `262` |
| Floorplan core density | `17.7%` |
| Cell variety after synth | `37` |
| Worst IR drop on VDD | `0.000429 V` |
| R2r setup slk | `1.42 ns` |
| Unrepaired setup endpoints after global routing | `no` |
| Die Height | `112 um` |
| Initial DRC count | `80` |
| First-pass GRT wire length | `4.44 mm` |
| YS chip area | `1450 um2` |
| Hold buffers post-CTS | `0` |
## critical path, stage by stage (launching register included)
cell and delay, ns:
dfxtp_1 0.42, and4_1 0.50, nand4_4 0.24, or3_1 0.41, a21oi_1 0.14
## cells by family (layout without fill, tap and decap cells)
logic type	count (synthesis)	in the layout	synth area share [%]
AND/OR/NAND/NOR	68	68	29.6
adder cells (fa/ha/maj)	1	1	0.862
AND-OR/OR-AND	16	16	6.03
multiplexers	2	2	1.38
XOR/XNOR	16	16	9.65
flip-flops	29	29	40.7
buffers and inverters	24	25	11.8
## sequential cells by signal, summed over array words and instances, names as in the netlist
name,count
led,1
L0.counter,27
L0.clkout,1
## final cells by class
cell class	count	area [um2]	share of cell area (%)
Clock buffer	4	55.1	3.33
Inverter	3	11.3	0.680
Multi-Input combinational cell	103	689	41.6
Sequential cell	29	591	35.7
Tap cell	105	131	7.94
Timing Repair Buffer	18	178	10.7
## layer usage
metal  up-vias  wire (um)  track usage (%)
li1        538          -                -
met3         0         92            0.760
met5         -          0                0
met4         0          0                0
met1       455       1240             5.67
met2        19       1250             6.45
## worst max path at each step
| stage | from | end | slack (ns) | depth (start not counted) |
|---|---|---|---|---|
| final | L0.counter[6] | L0.counter[20] | 1.42 | 4 |
| after CTS | L0.counter[6] | L0.counter[22] | 1.43 | 5 |
| after global routing | L0.counter[6] | L0.counter[1] | 1.22 | 5 |
## power groups by stage
stage	Clock, mW	Combinational [mW]	Sequential [mW]
after CTS	0.220	0.00116	0.350
final	0.210	0.00114	0.350
after global routing	0.229	0.00124	0.350
## layout by cell type, fill, tap and decap left out
cell	count
dfxtp_1	28
clkdlybuf4s50_1	17
nand3_1	12
nor2_1	10
xor2_1	10
nand2_1	8
nand4_1	8
o21ai_0	7
a21oi_1	6
xnor2_1	6
or3_1	5
clkbuf_8	4
inv_1	3
and4_1	3
and3_1	3
and2_1	3
nor3_1	3
nand4_4	2
nor4bb_1	2
mux2i_1	2
edfxtp_1	1
and4_4	1
nand2_4	1
nor4b_1	1
nor3_2	1
or4_4	1
a21oi_2	1
nor2b_1	1
nor4_1	1
o31ai_1	1
or4_1	1
or2_2	1
o22ai_1	1
ha_1	1
buf_4	1
## metrics by stage
| stage | cell area, um2 | worst slack (ns) |
|---|---|---|
| 3_3_place_gp | 1600 | 1.42 |
| 2_1_floorplan | 1450 | 1.71 |
| 3_5_place_dp | 1600 | 1.44 |
| 6_report | 1660 | 1.42 |
| 5_1_grt | 1660 | 1.22 |
| 4_1_cts | 1660 | 1.43 |
Power is estimated from default activity; no workload was simulated.
